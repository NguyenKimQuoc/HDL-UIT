===== flow/config.mk =====
export PLATFORM = sky130hd
export DESIGN_NAME = Decoder8to256
export DESIGN_NICKNAME = Decoder8to256
export VERILOG_FILES = /design/flow/design.v
export SDC_FILE = /design/flow/constraint.sdc
export NUM_CORES = 4
export LEC_CHECK = 1
export CORE_AREA = 10 10 123 123
export DIE_AREA = 0 0 133 133

===== flow/constraint.sdc =====
current_design Decoder8to256

set clk_period 3.2
set clk_io_pct 0.2

create_clock -name clk0 -period $clk_period

set non_clock_inputs [all_inputs -no_clocks]
set_input_delay [expr $clk_period * $clk_io_pct] -clock clk0 $non_clock_inputs
set_output_delay [expr $clk_period * $clk_io_pct] -clock clk0 [all_outputs]

===== flow/design.v =====
module Decoder2to4(out, in, En);
	output [3:0] out;
	input [1:0] in;
	input En;
	and(out[0], ~in[1], ~in[0], En);
	and(out[1], ~in[1], in[0], En);
	and(out[2], in[1], ~in[0], En);
	and(out[3], in[1], in[0], En);
endmodule
module Decoder4to16(out, in, En);
	output [15:0]out;
	input [3:0]in;
	input En;
	wire [3:0]w;
	Decoder2to4 decode0(w[3:0], in[3:2], En);
	Decoder2to4 decode1[3:0](out, in[1:0], w[3:0]);
endmodule
module Decoder8to256(out, in, En);
	output [255:0]out;
	input [7:0]in;
	input En;
	wire [15:0]w;
	Decoder4to16 decode0(w[15:0], in[7:4], En);
	Decoder4to16 decode1[15:0](out, in[3:0], w[15:0]);
endmodule
module Decoder10to1024(out, in, En);
	output [1023:0]out;
	input [9:0]in;
	input En;
	wire [3:0]w;
	Decoder2to4 decode0(w[3:0], in[9:8], En);
	Decoder8to256 decode1[3:0](out, in[7:0], w[3:0]);
endmodule

===== flow/run.sh =====
#!/bin/bash
# OpenROAD 26Q1-2900-gdf79404cd8, Yosys 0.63+post, stock flow scripts
make -C /OpenROAD-flow-scripts/flow DESIGN_CONFIG=/design/flow/config.mk WORK_HOME=/design/flow/orfs finish

==> out/metrics.csv <==
metric;value;unit
clock_buffers;0;
fa_ha_area_frac;0;
path_max_fanout;31;
hold_path_depth;5;
netlist_area;2000;um2
worstPathRequired;2560;ps
slowest_delay;510;ps
critPathKind;primary input to output port;
min_from;in[1];
top_cell_area_share;0.590;
setup.worst_path.start_class;primary input;
grt.total_usage;0.169;
coreArea;12600;um2
setup-violations-final;0;
cts_hold_buffers;0;
worstPathArrival;2480;ps
slew_headroom;0.776;
seqCellArea;0;um2
ys_cells;365;
yosysMostFrequentCell;nor3_1;
antenna_found_initial;0;
hold_path_class;primary input to output port;
area_leaders;nor3_1, nor3_2, clkbuf_1, buf_1, buf_2;
dr_total_vias;3849;
top_logic_kind;simple AND/OR/NAND/NOR gates;
fin_area;5150;um2
muxShareOfSynthArea;0;
drv_slew;0;
wl_per_cell;21.6;um
cap_viol_max_count;0;
flop-count;0;
synth_area_leader_cell;nor3_1;
worst_slack;75.2;ps
drcViolationCount;0;
area.combinational;1660;um2
leakage;1.40;nW
drive_above_1_share;0.161;
die-area;17700;um2
port-buffer-count;265;
dpl_cell_area;5080;um2
fin_crit;3120;ps
drt_iter0_drc;279;
fin_cells;781;
ant_nets;0;
cp_num_cells;7;
finalCritPeriodShare;0.976;
grt_pass1_wl;23.4;mm
dp_hpwl;12.6;mm
grt_max_degree;65;
yosys_warnings;0;
setup.worst_path.start;in[5];
yosysUniqueCellTypes;20;
outcome;complete, no violations;
drt-total-wl;16.9;mm
antenna_cells;0;
top_cells_by_count;nor3_1, clkbuf_1, buf_1;
crit_chain;clkdlybuf4s50_1 -> buf_4 -> nand3b_1 -> buf_4 -> buf_6 -> nor3_1 -> clkdlybuf4s50_1;
io_pins;265;
overflow;0;
cp_top_family;buffers and inverters;
syn_inst;365;
max_freq;320;MHz
ir_worst_vdd;31.2;uV
vias_per_cell;4.93;
crit_slowest_cell;clkdlybuf4s50_1;
place_ws;-195;ps
yosys_area;2000;um2
n_fill_cell;1274;
synthAoiAreaFrac;0;
ys_seq_frac;0;
cp.buffers_inverters;5;
std_cell_rows;41;
endpoint;out[152];
die_y;133;um
hold_viol_final;0;
fp_util;0.159;
grt_pass1_vias;3517;
simple_gate_area_frac;0.807;
place_congestion;0.834;
synth-xor-area-share;0;
power_density;47.7;nW/um2
area_growth;157;%
die_x;133;um
endpoint_kind;output port;
dp_cells;776;
power;0.000246;W
first_pass_iters;4;
max_slew.worst_pin.slew;336;ps
syn_avg_cell_area;5.48;um2
warnings;32;
## area by class of cell
class,instances,share of cell area
repair buffers,329,0.637
multi-input cells,280,0.321
well taps,172,0.0418
## worst min path at each step
stage / to / slack, ps
finish: out[161] / 2370
global route: out[162] / 2430
CTS: out[161] / 2370
## metal layers
layer / vias to the layer above / part of all wire / track usage
li1: 1816 / - / -
met1: 1778 / 0.43 / 0.228
met2: 250 / 0.45 / 0.271
met3: 5 / 0.11 / 0.0500
met4: 0 / 0.0065 / 0.0110
met5: - / 0 / 0
## what timing repair did
item | in CTS | in global routing
gates cloned | 0 | 2
setup buffers | 1 | 2
endpoints found under the setup margin | 158 | 56
endpoints found under the hold margin | 0 | 0
gates resized | 6 | 7
## worst min-delay path, delay by kind of cell
family	cells	cell delay, ps
buffers and inverters	3	850
AND/OR/NAND/NOR	2	240
## power by group
part | switching (W) | internal [W] | total, W
combinational | 0.000161 | 0.0000852 | 0.000246
sequential | 0 | 0 | 0
clock | 0 | 0 | 0
## kinds of logic after synthesis
logic type	after synthesis
buf+inv	85
simple gates	280
## placed cells by master (no fill, tap or decap)
| master | synthesis | layout |
|---|---|---|
| nand2_2 | 0 | 1 |
| nand3b_1 | 2 | 2 |
| nand2b_2 | 0 | 2 |
| clkbuf_16 | 0 | 1 |
| nand3_2 | 0 | 1 |
| nor3_1 | 236 | 234 |
| nor3_2 | 17 | 19 |
| or4_4 | 1 | 1 |
| nor3_4 | 3 | 3 |
| buf_12 | 1 | 10 |
| buf_4 | 0 | 50 |
| clkdlybuf4s50_1 | 0 | 261 |
| or4b_4 | 1 | 4 |
| or3b_4 | 0 | 1 |
| nand4bb_2 | 0 | 1 |
| nand4b_1 | 4 | 4 |
| dlygate4sd2_1 | 0 | 4 |
| nand4bb_1 | 6 | 5 |
| buf_6 | 4 | 3 |
| nand4_1 | 1 | 1 |
| or2_2 | 1 | 1 |
## metrics by stage
step	setup TNS (ps)	hold slack, ps	util
final	0	2370	0.410
after global routing	-2.52	2430	0.410
after floorplan	0	1510	-
after global placement	-11190	2470	0.404
after CTS	0	2370	0.405
after detailed placement	-17020	2470	0.404
Power and IR drop assume default switching activity.
